===== flow/design.v =====
`timescale 1ns / 1ps
module axi_dma #(
  parameter integer ADDR_WIDTH = 48,
  parameter integer DATA_WIDTH = 128,
  parameter integer OUTSTANDING_RD = 4,
  parameter integer LEN_WIDTH = 24
) (
  input  wire                     clk,
  input  wire                     rst_b,
  input  wire                     csr_wr_en,
  input  wire [5:0]               csr_addr,
  input  wire [63:0]              csr_wdata,
  output reg  [63:0]              csr_rdata,
  input  wire                     start,
  output reg                      busy,
  output reg                      done,
  output reg                      rd_valid,
  input  wire                     rd_ready,
  output reg  [DATA_WIDTH-1:0]    rd_data,
  output reg                      rd_last,
  input  wire                     wr_valid,
  output wire                     wr_ready,
  input  wire [DATA_WIDTH-1:0]    wr_data,
  input  wire                     wr_last,
  output reg  [ADDR_WIDTH-1:0]    m_axi_araddr,
  output reg  [7:0]               m_axi_arlen,
  output reg  [2:0]               m_axi_arsize,
  output reg  [1:0]               m_axi_arburst,
  output reg                      m_axi_arvalid,
  input  wire                     m_axi_arready,
  input  wire [DATA_WIDTH-1:0]    m_axi_rdata,
  input  wire                     m_axi_rlast,
  input  wire                     m_axi_rvalid,
  output wire                     m_axi_rready,
  output reg  [ADDR_WIDTH-1:0]    m_axi_awaddr,
  output reg  [7:0]               m_axi_awlen,
  output reg  [2:0]               m_axi_awsize,
  output reg  [1:0]               m_axi_awburst,
  output reg                      m_axi_awvalid,
  input  wire                     m_axi_awready,
  output wire [DATA_WIDTH-1:0]    m_axi_wdata,
  output wire [(DATA_WIDTH/8)-1:0] m_axi_wstrb,
  output wire                     m_axi_wlast,
  output wire                     m_axi_wvalid,
  input  wire                     m_axi_wready,
  input  wire [1:0]               m_axi_bresp,
  input  wire                     m_axi_bvalid,
  output wire                     m_axi_bready
);
  localparam integer BYTES_PER_BEAT = DATA_WIDTH/8;
  reg [ADDR_WIDTH-1:0] src_base;
  reg [ADDR_WIDTH-1:0] dst_base;
  reg [LEN_WIDTH-1:0]  transfer_len;  
  reg [7:0]            burst_len;     
  reg                  auto_restart;
  always @(posedge clk or negedge rst_b) begin
    if (!rst_b) begin
      src_base      <= {ADDR_WIDTH{1'b0}};
      dst_base      <= {ADDR_WIDTH{1'b0}};
      transfer_len  <= {LEN_WIDTH{1'b0}};
      burst_len     <= 8'd15;  
      auto_restart  <= 1'b0;
    end else if (csr_wr_en) begin
      case (csr_addr)
        6'h00: src_base     <= csr_wdata[ADDR_WIDTH-1:0];
        6'h01: dst_base     <= csr_wdata[ADDR_WIDTH-1:0];
        6'h02: transfer_len <= csr_wdata[LEN_WIDTH-1:0];
        6'h03: burst_len    <= csr_wdata[7:0];
        6'h04: auto_restart <= csr_wdata[0];
        default: ;
      endcase
    end
  end
  always @(*) begin
    case (csr_addr)
      6'h00: csr_rdata = {{(64-ADDR_WIDTH){1'b0}}, src_base};
      6'h01: csr_rdata = {{(64-ADDR_WIDTH){1'b0}}, dst_base};
      6'h02: csr_rdata = {{(64-LEN_WIDTH){1'b0}}, transfer_len};
      6'h03: csr_rdata = {{56{1'b0}}, burst_len};
      6'h04: csr_rdata = {63'd0, auto_restart};
      default: csr_rdata = 64'd0;
    endcase
  end
  localparam IDLE  = 2'd0;
  localparam READ  = 2'd1;
  localparam WRITE = 2'd2;
  localparam RESP  = 2'd3;
  reg [1:0] state_q, state_d;
  reg [LEN_WIDTH-1:0] beats_remaining_q, beats_remaining_d;
  reg [ADDR_WIDTH-1:0] rd_addr_q, rd_addr_d;
  reg [ADDR_WIDTH-1:0] wr_addr_q, wr_addr_d;
  always @(posedge clk or negedge rst_b) begin
    if (!rst_b) begin
      state_q           <= IDLE;
      beats_remaining_q <= {LEN_WIDTH{1'b0}};
      rd_addr_q         <= {ADDR_WIDTH{1'b0}};
      wr_addr_q         <= {ADDR_WIDTH{1'b0}};
      busy              <= 1'b0;
      done              <= 1'b0;
    end else begin
      state_q           <= state_d;
      beats_remaining_q <= beats_remaining_d;
      rd_addr_q         <= rd_addr_d;
      wr_addr_q         <= wr_addr_d;
      busy              <= (state_d != IDLE);
      done              <= (state_q != IDLE) && (state_d == IDLE);
    end
  end
  always @(*) begin
    state_d           = state_q;
    beats_remaining_d = beats_remaining_q;
    rd_addr_d         = rd_addr_q;
    wr_addr_d         = wr_addr_q;
    case (state_q)
      IDLE: begin
        if (start) begin
          state_d           = READ;
          beats_remaining_d = transfer_len;
          rd_addr_d         = src_base;
          wr_addr_d         = dst_base;
        end
      end
      READ: begin
        if (beats_remaining_q == 0) begin
          state_d = WRITE;
        end
      end
      WRITE: begin
        if (beats_remaining_q == 0) begin
          state_d = RESP;
        end
      end
      RESP: begin
        if (!auto_restart) begin
          state_d = IDLE;
        end else begin
          state_d = READ;
          beats_remaining_d = transfer_len;
          rd_addr_d = src_base;
          wr_addr_d = dst_base;
        end
      end
    endcase
  end
  reg [LEN_WIDTH-1:0] outstanding_rd;
  wire issue_read = (state_q == READ) && (beats_remaining_q != 0) &&
                    (outstanding_rd < OUTSTANDING_RD) && !m_axi_arvalid;
  always @(posedge clk or negedge rst_b) begin
    if (!rst_b) begin
      m_axi_arvalid   <= 1'b0;
      m_axi_araddr    <= {ADDR_WIDTH{1'b0}};
      m_axi_arlen     <= 8'd0;
      m_axi_arsize    <= $clog2(BYTES_PER_BEAT);
      m_axi_arburst   <= 2'b01;  
      outstanding_rd  <= {LEN_WIDTH{1'b0}};
    end else begin
      if (m_axi_arvalid && m_axi_arready) begin
        m_axi_arvalid <= 1'b0;
      end
      if (issue_read) begin
        m_axi_arvalid  <= 1'b1;
        m_axi_araddr   <= rd_addr_q;
        m_axi_arlen    <= burst_len;
        rd_addr_d      <= rd_addr_q + BYTES_PER_BEAT * (burst_len + 1);
        beats_remaining_d = beats_remaining_q - (burst_len + 1);
        outstanding_rd <= outstanding_rd + (burst_len + 1);
      end
      if (m_axi_rvalid && m_axi_rready) begin
        outstanding_rd <= outstanding_rd - 1;
      end
    end
  end
  assign m_axi_rready = (state_q == READ) ? rd_ready : 1'b0;
  always @(posedge clk or negedge rst_b) begin
    if (!rst_b) begin
      rd_valid <= 1'b0;
      rd_data  <= {DATA_WIDTH{1'b0}};
      rd_last  <= 1'b0;
    end else begin
      if (m_axi_rvalid && m_axi_rready) begin
        rd_valid <= 1'b1;
        rd_data  <= m_axi_rdata;
        rd_last  <= m_axi_rlast;
      end else if (rd_valid && rd_ready) begin
        rd_valid <= 1'b0;
        rd_last  <= 1'b0;
      end
    end
  end
  assign m_axi_wdata = wr_data;
  assign m_axi_wstrb = {(DATA_WIDTH/8){1'b1}};
  assign m_axi_wlast = wr_last;
  assign m_axi_wvalid= wr_valid;
  assign wr_ready    = (state_q == WRITE) ? m_axi_wready : 1'b0;
  reg write_active;
  always @(posedge clk or negedge rst_b) begin
    if (!rst_b) begin
      m_axi_awvalid <= 1'b0;
      m_axi_awaddr  <= {ADDR_WIDTH{1'b0}};
      m_axi_awlen   <= 8'd0;
      m_axi_awsize  <= $clog2(BYTES_PER_BEAT);
      m_axi_awburst <= 2'b01;
      write_active  <= 1'b0;
    end else begin
      if (state_q == WRITE && !write_active) begin
        m_axi_awvalid <= 1'b1;
        m_axi_awaddr  <= wr_addr_q;
        m_axi_awlen   <= burst_len;
        write_active  <= 1'b1;
      end else if (m_axi_awvalid && m_axi_awready) begin
        m_axi_awvalid <= 1'b0;
      end
      if (wr_valid && wr_ready && wr_last) begin
        write_active <= 1'b0;
      end
    end
  end
  assign m_axi_bready = 1'b1;
endmodule

===== flow/run.sh =====
#!/bin/bash
# OpenROAD 26Q1-2900-gdf79404cd8, Yosys 0.63+post, stock flow scripts
make -C /OpenROAD-flow-scripts/flow DESIGN_CONFIG=/design/flow/config.mk WORK_HOME=/design/flow/orfs finish

===== flow/config.mk =====
export PLATFORM = sky130hd
export DESIGN_NAME = axi_dma
export DESIGN_NICKNAME = axi_dma
export VERILOG_FILES = /design/flow/design.v
export SDC_FILE = /design/flow/constraint.sdc
export NUM_CORES = 4
export LEC_CHECK = 1
export CORE_AREA = 10 10 389 389
export DIE_AREA = 0 0 399 399
export SYNTH_HDL_FRONTEND = slang

===== flow/constraint.sdc =====
current_design axi_dma

set clk_period 13.6
set clk_io_pct 0.2

create_clock -name clk0 -period $clk_period [get_ports {clk}]

set non_clock_inputs [all_inputs -no_clocks]
set_input_delay [expr $clk_period * $clk_io_pct] -clock clk0 $non_clock_inputs
set_output_delay [expr $clk_period * $clk_io_pct] -clock clk0 [all_outputs]

==> run notes <==
yosys + openroad results -> yosys aoi share=under 10%, outcome=aborted with a tool error, stop err=ERROR: Found 72 problems in 'check -assert'., yosys simple share=10.9%, Post-Synth Adder-Cell Area=about 2.3%, yosys xor share=about 3.1%, Post-synth EDFFs=72, Top FF cell, synth=dfrtp_1, failing step=synthesis (1_2_yosys), # Cells Yosys=between 2000 and 2500, YS warnings=0, Synth mux share=between 15 and 20%, leading area contributor after synthesis=dfrtp_1, Top non-seq family=multiplexers, Top cell area share=a little under half, post-synthesis sequential area ratio=56.2%, Top area cell types=dfrtp_1 48%, mux2_2 15%, edfxtp_1 8.0%, count of cell types in the netlist=roughly 63, YS chip area=between 20000 and 30000 um^2, #FFs+latches synth=slightly below 600, Async SR Flop Fraction=87.9%
cells by family after synthesis:
kind of cell / Yosys count
muxes: 383
AOI/OAI and AO/OA: 186
DFF: 594
and+or+nand+nor: 689
other: 2
adders and majority gates: 47
xor gates and xnor gates: 97
buffers and inverters: 308
cells in the mapped netlist, drive strengths merged (13+ instances only):
cell,number
nor2,74
edfxtp,72
o21ai,62
a22o,24
nor4,13
nor3,28
mux2,357
ha,44
nand4,16
xor2,37
nor2b,15
a21oi,49
and3,20
nand2,468
xnor2,60
dfrtp,518
nand3,25
clkbuf,71
mux2i,18
buf,204
inv,33
