$ cat design/flow/config.mk
export PLATFORM = sky130hd
export DESIGN_NAME = quant_block
export DESIGN_NICKNAME = quant_block
export VERILOG_FILES = /design/flow/design.v
export SDC_FILE = /design/flow/constraint.sdc
export NUM_CORES = 4
export LEC_CHECK = 1
export CORE_UTILIZATION = 30
export SYNTH_HDL_FRONTEND = slang
$ cat design/flow/constraint.sdc
current_design quant_block

set clk_period 16.9
set clk_io_pct 0.2

create_clock -name clk0 -period $clk_period [get_ports {clk}]

set non_clock_inputs [all_inputs -no_clocks]
set_input_delay [expr $clk_period * $clk_io_pct] -clock clk0 $non_clock_inputs
set_output_delay [expr $clk_period * $clk_io_pct] -clock clk0 [all_outputs]
$ cat design/flow/design.v
`timescale 1ns / 1ps
module quant_block #(
  parameter integer DATA_WIDTH = 8,
  parameter integer ACC_WIDTH  = 32,
  parameter integer AXI_WIDTH  = 128
) (
  input  wire                     clk,
  input  wire                     rst_b,
  input  wire                     cfg_wr_en,
  input  wire [5:0]               cfg_addr,
  input  wire [63:0]              cfg_wdata,
  input  wire                     in_valid,
  output wire                     in_ready,
  input  wire [AXI_WIDTH-1:0]     in_data,
  input  wire                     in_last,
  output reg                      out_valid,
  input  wire                     out_ready,
  output reg  [AXI_WIDTH-1:0]     out_data,
  output reg                      out_last
);
  localparam integer CHANNELS_PER_BEAT = AXI_WIDTH / DATA_WIDTH;
  reg signed [15:0] scale_lut [0:CHANNELS_PER_BEAT-1];
  reg        [7:0]  zp_lut    [0:CHANNELS_PER_BEAT-1];
  integer idx;
  always @(posedge clk or negedge rst_b) begin
    if (!rst_b) begin
      for (idx = 0; idx < CHANNELS_PER_BEAT; idx = idx + 1) begin
        scale_lut[idx] <= 16'h0100;  
        zp_lut[idx]    <= 8'h80;
      end
    end else if (cfg_wr_en && cfg_addr[5:4] == 2'b01) begin
      scale_lut[cfg_addr[3:0]] <= cfg_wdata[15:0];
      zp_lut[cfg_addr[3:0]]    <= cfg_wdata[23:16];
    end
  end
  assign in_ready = out_ready || !out_valid;
  wire signed [ACC_WIDTH-1:0] in_acc [0:CHANNELS_PER_BEAT-1];
  reg  [DATA_WIDTH-1:0]       out_q  [0:CHANNELS_PER_BEAT-1];
  generate
    genvar gi;
    for (gi = 0; gi < CHANNELS_PER_BEAT; gi = gi + 1) begin : g_unpack
      assign in_acc[gi] = in_data[gi*ACC_WIDTH +: ACC_WIDTH];
    end
  endgenerate
  function [DATA_WIDTH-1:0] quantize;
    input signed [ACC_WIDTH-1:0] acc;
    input signed [15:0] scale;
    input [7:0] zp;
    reg signed [31:0] scaled;
    reg signed [31:0] rounded;
    begin
      scaled = acc * scale;  
      rounded = (scaled + 16'sh0080) >>> 8;
      if (rounded[31]) begin
        if (rounded < -128) rounded = -128;
      end else if (rounded > 127) begin
        rounded = 127;
      end
      quantize = rounded[7:0] + zp;
    end
  endfunction
  always @(posedge clk or negedge rst_b) begin
    if (!rst_b) begin
      out_valid <= 1'b0;
      out_last  <= 1'b0;
      out_data  <= {AXI_WIDTH{1'b0}};
    end else begin
      if (in_valid && in_ready) begin
        for (idx = 0; idx < CHANNELS_PER_BEAT; idx = idx + 1) begin
          out_q[idx] <= quantize(in_acc[idx], scale_lut[idx], zp_lut[idx]);
          out_data[idx*DATA_WIDTH +: DATA_WIDTH] <= out_q[idx];
        end
        out_valid <= 1'b1;
        out_last  <= in_last;
      end else if (out_valid && out_ready) begin
        out_valid <= 1'b0;
      end
    end
  end
endmodule
$ cat design/flow/run.sh
#!/bin/bash
# OpenROAD 26Q1-2900-gdf79404cd8, Yosys 0.63+post, stock flow scripts
make -C /OpenROAD-flow-scripts/flow DESIGN_CONFIG=/design/flow/config.mk WORK_HOME=/design/flow/orfs finish
==> run summary <==
Notes on the physical design

The critical path data arrival time is 13.02 ns. The required time at the endpoint of the critical path is 17.10 ns. The pin slew with the least headroom to its limit is 0.962 ns. The register share after synthesis is 7.51%. The area enclosed by the die boundary is 0.189 mm2.

Detailed-route iteration 0 reported a violation count of 1529. The CTS tree is yes. The type of origin of the critical path is a primary input. Per the layout report, the design carries 18800 filler cells. The post-synth tally of flip-flops with integrated enable is 32. The via count of the first global-routing pass is 42900. Setup repair after global routing left no endpoint under its margin. The TritonCTS buffer count is 17. The area of the core region is 0.186 mm2. In the finished design, the share of the clock period the worst path needs comes to 75.8%. The flop-to-flop setup slack is 7.23 ns. The largest single stage delay on the critical path is 0.92 ns.

The tool warning count is 65. The timing report shows the most common cell along the critical path to be sky130_fd_sc_hd__fa_1. The critical path is of the primary input to flop type. The number of hold buffers added after CTS was 0.

Per the detail_route report, routed wire per instance is 16.5 um. The max-cap violation count is 0. According to the I/O placement log, the pin count is 335. The floorplan step set the die width to 435 um. The clock-pin slew on the worst setup and hold paths is 0.08 ns. The aggregate negative setup slack is 0 ns. The routed layout reports a DRC error count of 0. The clock root buffer is sky130_fd_sc_hd__clkbuf_16. The flow ran to the end, and the final reports show no timing, DRC or antenna violations.

The number of storage elements in the synthesis netlist is 162. OpenSTA lists the critical path startpoint as in_data[40]. Relative to the synthesized area, the layout overhead comes to 8.90%. The sequential cells in the finished layout cover a total of 0.00422 mm2.

The worst register-to-register path has a depth of 30. The cell area that synthesis handed to floorplanning was 0.0562 mm2. Synthesis produced 6377 cells.

The number of antenna violations at the first check in global routing came to 10. The yosys-reported design area after synthesis is 0.0562 mm2. The final wirelength is 147000 um. The half-perimeter wire length of the detailed placement result is 116000 um. The endpoint identified for the worst register-to-register timing path is out_q[1][7]. For this run, the detailed router reports a per-instance via density of 4.55. The maximum clock frequency is 78.0 MHz. The area taken by multi-input combinational cells is reported as 0.0445 mm2. The via total after detailed routing is 40500.

The total overflow left after global routing is 0. Looking at the clock tree report, the maximum root-to-sink buffer count equals 2. The final weighted congestion of routability-driven global placement is 0.935. The share of synthesized registers carrying an async set or reset is 80.2%. The detailed-router iteration count before antenna repair is 5. The primary flip-flop cell chosen by synthesis mapping is sky130_fd_sc_hd__dfrtp_1. The count of nets left with antenna violations once routing finished came out at 0.

The final core utilization is 33.0%. The number of max-slew violations in the final report is 0. The launch point of the worst register-to-register path is recorded as scale_lut[232].

According to the timing report, the critical path is captured at out_q[1][7]. Looking at the critical path, the highest net fanout was 16. Entering global routing, the biggest net connects 53 pins. The class of the most critical hold timing path is flop to flop. The number of endpoints with negative hold slack in the final report is 0.

The synthesis report lists the Yosys warning total as 0. The sort of element at the end of the critical path is a flop. The count of instances resized after the clock tree is built is 0. The final critical delay including setup and external delays is 12.82 ns.

The clock net sink count is 162. The count of buffers inserted at the top-level ports is 198. In this run the mean area of a mapped cell was 8.82 um2. Per the final layout report, the fraction of cells sized above drive strength 1 comes to 4.71%.

For reference, the placement row count at floorplan is 158. The height of the die is 435 um. The aggregate global-route resource usage is 16.9%.

The maximum level of the CTS H-tree is 4. The source-to-sink clock delay at the later pin of the worst-skew pair is 0.48 ns. The timing report shows that the slowest cell on the worst path is sky130_fd_sc_hd__clkdlybuf4s50_1.

The number of cells reported by Yosys stat comes to 6377. The maximum clock skew at final layout is 0.00960 ns. Post-CTS timing repair inserted 0 buffers for setup. Yosys mapped the design onto 89 distinct sky130hd cell types. Before placement the cells fill 30.3% of the core. The headroom to the max-slew limit is 35.6%. The wire length of the first global-routing pass is 239000 um.

Per the finish-stage timing summary, setup violations number 0.
-- metrics by stage --
stage	hold slack [ns]	instances	instance area (um2)	setup slack (ns)
floorplan	0.454	6472	56600	5.73
global placement	0.462	8860	60600	3.70
detailed placement	0.464	8860	60600	3.62
CTS	0.480	8892	61200	4.13
global route	0.490	8898	61300	3.35
finish	0.476	8899	61300	4.08
-- registers in the layout, summed over array words and instances, names as in the netlist --
name,flops
out_data,32
scale_lut,64
out_last,1
out_valid,1
zp_lut,32
out_q,32
-- cells in the mapped netlist (12+ instances only) --
| library cell | number | area, um2 |
|---|---|---|
| sky130_fd_sc_hd__nor3_1 | 27 | 135 |
| sky130_fd_sc_hd__dfrtp_1 | 122 | 3050 |
| sky130_fd_sc_hd__inv_1 | 1609 | 6040 |
| sky130_fd_sc_hd__nand3_1 | 28 | 140 |
| sky130_fd_sc_hd__nor2_1 | 97 | 364 |
| sky130_fd_sc_hd__a21o_1 | 45 | 338 |
| sky130_fd_sc_hd__o21bai_1 | 18 | 135 |
| sky130_fd_sc_hd__o21ai_0 | 58 | 290 |
| sky130_fd_sc_hd__a31oi_1 | 17 | 106 |
| sky130_fd_sc_hd__nand2_1 | 1012 | 3800 |
| sky130_fd_sc_hd__and2_1 | 552 | 3450 |
| sky130_fd_sc_hd__nor4_1 | 15 | 93.8 |
| sky130_fd_sc_hd__ha_1 | 376 | 4700 |
| sky130_fd_sc_hd__xnor2_1 | 174 | 1520 |
| sky130_fd_sc_hd__and3_1 | 17 | 106 |
| sky130_fd_sc_hd__edfxtp_1 | 32 | 961 |
| sky130_fd_sc_hd__mux2_2 | 128 | 1440 |
| sky130_fd_sc_hd__nand4_1 | 32 | 200 |
| sky130_fd_sc_hd__xor2_1 | 45 | 394 |
| sky130_fd_sc_hd__o21a_1 | 16 | 120 |
| sky130_fd_sc_hd__a21oi_1 | 121 | 606 |
| sky130_fd_sc_hd__clkbuf_1 | 286 | 1070 |
| sky130_fd_sc_hd__buf_4 | 96 | 721 |
| sky130_fd_sc_hd__a211oi_1 | 12 | 90.1 |
| sky130_fd_sc_hd__o211ai_1 | 17 | 128 |
| sky130_fd_sc_hd__fa_1 | 1220 | 24400 |
| sky130_fd_sc_hd__nand2b_1 | 35 | 219 |
-- how the worst min path moves through the flow --
stage           start      endpoint  slack [ns]  cells after the start
4_1_cts   out_q[2][6]  out_data[22]        0.48                      1
5_1_grt   out_q[2][1]  out_data[17]        0.49                      1
6_report  out_q[2][6]  out_data[22]        0.48                      1
-- cell families (layout without fill, tap and decap cells) --
group | after synthesis | after routing | synth area share [%]
buf+inv | 2000 | 1940 | 14.0
simple gates | 1867 | 1867 | 15.8
fa+ha+maj | 1596 | 1596 | 51.8
compound gates | 403 | 403 | 4.88
xor+xnor | 219 | 219 | 3.41
flops | 162 | 162 | 7.51
mux | 129 | 129 | 2.58
other cells | 1 | 103 | 0.00667
-- critical path: cells and delay by family --
family	cells	cell delay [ns]
AND/OR/NAND/NOR	5	1.69
XOR/XNOR	3	0.49
adder cells (fa/ha/maj)	8	3.60
AND-OR/OR-AND	11	2.70
buffers and inverters	5	1.12
-- area by class of cell --
| class | count | area share [%] |
|---|---|---|
| multi-input cells | 4310 | 72.7 |
| well taps | 2480 | 5.07 |
| clock buffers | 17 | 0.695 |
| flip-flops and latches | 162 | 6.90 |
| clock inverters | 15 | 0.306 |
| diodes | 7 | 0.0286 |
| inverters | 1609 | 9.86 |
| repair buffers | 299 | 4.48 |
-- cells in the final DEF (no fill, tap or decap), types with 27 or more instances in the layout --
cell type / netlist / layout
sky130_fd_sc_hd__nand4_1: 32 / 32
sky130_fd_sc_hd__buf_4: 96 / 101
sky130_fd_sc_hd__xnor2_1: 174 / 174
sky130_fd_sc_hd__mux2_2: 128 / 128
sky130_fd_sc_hd__nand2b_1: 35 / 35
sky130_fd_sc_hd__conb_1: 1 / 96
sky130_fd_sc_hd__dfrtp_1: 122 / 122
sky130_fd_sc_hd__clkdlybuf4s50_1: 0 / 197
sky130_fd_sc_hd__edfxtp_1: 32 / 32
sky130_fd_sc_hd__xor2_1: 45 / 45
sky130_fd_sc_hd__inv_1: 1609 / 1609
sky130_fd_sc_hd__a21oi_1: 121 / 121
sky130_fd_sc_hd__a21o_1: 45 / 45
sky130_fd_sc_hd__o21ai_0: 58 / 58
sky130_fd_sc_hd__nand3_1: 28 / 28
sky130_fd_sc_hd__ha_1: 376 / 376
sky130_fd_sc_hd__and2_1: 552 / 552
sky130_fd_sc_hd__nor2_1: 97 / 96
sky130_fd_sc_hd__fa_1: 1220 / 1220
sky130_fd_sc_hd__nand2_1: 1012 / 1011
sky130_fd_sc_hd__nor3_1: 27 / 27
-- routing by layer --
metal | up-vias | GRT usage (%) | part of all wire [%]
met5 | - | 0.403 | 0.092
li1 | 18500 | - | -
met1 | 20200 | 21.6 | 39
met3 | 208 | 5.77 | 8.3
met4 | 8 | 5.23 | 3.8
met2 | 1504 | 27.3 | 49
