$ cat flow/run.sh
#!/bin/bash
# OpenROAD 26Q1-2900-gdf79404cd8, Yosys 0.63+post, stock flow scripts
make -C /OpenROAD-flow-scripts/flow DESIGN_CONFIG=/design/flow/config.mk WORK_HOME=/design/flow/orfs finish
$ cat flow/config.mk
export PLATFORM = sky130hd
export DESIGN_NAME = act_core
export DESIGN_NICKNAME = act_core
export VERILOG_FILES = /design/flow/design.v
export SDC_FILE = /design/flow/constraint.sdc
export NUM_CORES = 4
export LEC_CHECK = 1
export CORE_UTILIZATION = 50
export SYNTH_HDL_FRONTEND = slang
$ cat flow/constraint.sdc
current_design act_core

set clk_period 9.6
set clk_io_pct 0.2

create_clock -name clk0 -period $clk_period [get_ports {clk}]

set non_clock_inputs [all_inputs -no_clocks]
set_input_delay [expr $clk_period * $clk_io_pct] -clock clk0 $non_clock_inputs
set_output_delay [expr $clk_period * $clk_io_pct] -clock clk0 [all_outputs]
$ cat flow/design.v
`timescale 1ns / 1ps
module act_core #(
  parameter integer DATA_WIDTH = 8,
  parameter integer AXI_WIDTH  = 128
) (
  input  wire                     clk,
  input  wire                     rst_b,
  input  wire                     start,
  input  wire                     cfg_wr_en,
  input  wire [5:0]               cfg_addr,
  input  wire [63:0]              cfg_wdata,
  input  wire                     in_valid,
  output wire                     in_ready,
  input  wire [AXI_WIDTH-1:0]     in_data,
  input  wire                     in_last,
  output reg                      out_valid,
  input  wire                     out_ready,
  output reg  [AXI_WIDTH-1:0]     out_data,
  output reg                      out_last,
  output reg                      done
);
  reg [1:0] mode;  
  always @(posedge clk or negedge rst_b) begin
    if (!rst_b) begin
      mode <= 2'd0;
    end else if (cfg_wr_en && cfg_addr == 6'h30) begin
      mode <= cfg_wdata[1:0];
    end
  end
  assign in_ready = out_ready || !out_valid;
  integer i;
  wire signed [DATA_WIDTH-1:0] in_elem [(AXI_WIDTH/DATA_WIDTH)-1:0];
  reg  signed [DATA_WIDTH-1:0] out_elem[(AXI_WIDTH/DATA_WIDTH)-1:0];
  generate
    genvar gi;
    for (gi = 0; gi < AXI_WIDTH/DATA_WIDTH; gi = gi + 1) begin : g_unpack
      assign in_elem[gi] = in_data[gi*DATA_WIDTH +: DATA_WIDTH];
    end
  endgenerate
  function signed [DATA_WIDTH-1:0] silu_approx;
    input signed [DATA_WIDTH-1:0] x;
    reg signed [15:0] tmp;
    begin
      tmp = x + (x >>> 3);  
      if (tmp > 127) tmp = 127;
      if (tmp < -128) tmp = -128;
      silu_approx = tmp[7:0];
    end
  endfunction
  always @(posedge clk or negedge rst_b) begin
    if (!rst_b) begin
      out_valid <= 1'b0;
      out_last  <= 1'b0;
      out_data  <= {AXI_WIDTH{1'b0}};
      done      <= 1'b0;
    end else begin
      done <= 1'b0;
      if (in_valid && in_ready) begin
        for (i = 0; i < AXI_WIDTH/DATA_WIDTH; i = i + 1) begin
          case (mode)
            2'd0: out_elem[i] <= (in_elem[i] < 0) ? '0 : in_elem[i];
            default: out_elem[i] <= silu_approx(in_elem[i]);
          endcase
        end
        for (i = 0; i < AXI_WIDTH/DATA_WIDTH; i = i + 1) begin
          out_data[i*DATA_WIDTH +: DATA_WIDTH] <= out_elem[i];
        end
        out_valid <= 1'b1;
        out_last  <= in_last;
        if (in_last) begin
          done <= 1'b1;
        end
      end else if (out_valid && out_ready) begin
        out_valid <= 1'b0;
      end
    end
  end
endmodule
==> Slide: Implementation Results <==
Flow Results at a Glance

Clock network
  – CTS clk-pin slew, worst paths: 60 ps
  – Root Driver: clkbuf_16
  – TritonCTS buffer count: 30
  – Worst-skew pair later-pin latency: 550 ps
  – CTS Hold Bufs: 0
  – Setup Buffers After CTS: 0
  – H-tree depth: 1
  – CTS tree: yes
  – Max clock buf depth: 3
  – Cts repair resizes: 0
  – Clk sink count: 261

Critical path
  – Startpoint types: input port
  – CP Max Fanout: 6
  – Crit path capture type: output port
  – CP Class: in2out
  – Required time of the worst setup path: 7680 ps
  – Critical path arrival: 3140 ps

Floorplan
  – I/O pin total: 337
  – Core area: 31700 µm²
  – Core Density at Floorplan: 51.1%
  – Die X: 182 µm
  – Row count: 65
  – Total Die Area: 33100 µm²
  – Die y size: 182 µm

Global route
  – Initial antenna violation count: 1
  – Number of global-route vias before repair: 12400
  – Pin count of the biggest net entering global routing: 57
  – First-pass GRT wire length: 62200 µm
  – Tot GR Track Use: 24.5%
  – Grt ovf: 0

Placed design
  – Dpl cell area: 19400 µm²
  – Dpl hpwl: 26700 µm
  – GP Congestion: 0.898
  – Port Buffers: 273

Synth
  – Cell taking the most area after synthesis: edfxtp_1
  – Avg Cell Area, Syn: 9.82 µm²
  – Top cells by count, synth: nand2_1, ha_1, dfrtp_1, edfxtp_1, nor2_1
  – Flip-flops with a built-in enable: 128
  – Post-synthesis chip area from yosys: 16200 µm²
  – Post-Syn Area: 16200 µm²
  – Synth top area share: 23.7%
  – FFs w/ async S/R, synth: 51.0%
  – Top FF cell, synth: dfrtp_1
  – Seq share, synth: 44.3%
  – Biggest area cells: edfxtp_1, dfrtp_1, ha_1
  – Count leader, synth: nand2_1
  – Yosys cell count: 1650
  – Flops out of synthesis: 261
  – Library cells used by synthesis: 42
  – Ys Warns: 0
  – Syn Inst Count: 1650

Final timing
  – Max frequency: 198 MHz
  – Worst-Margin Slew: 756 ps
  – Tmin final: 5060 ps
  – Clock Skews: 7.14 ps
  – Final tally of hold violations: 0
  – Slew headroom: 49.6%
  – Cycle use final: 52.7%
  – Final setup violation count: 0
  – Fin Setup TNS: 0 ps
  – Hold WS: 432 ps
  – Max-slew violations: 0
  – RSZ-0062 raised after global routing: false

Route
  – DRC: 0
  – Drt pass-1 iters: 5
  – Wire length per cell: 16.1 µm
  – Antenna cells: 0
  – Routed WL: 37800 µm
  – Via/cell ratio: 5.33
  – DR iter-0 viols: 468
  – Detail Route Antenna Nets: 0
  – Routed vias: 12500

Hold path
  – Path type of the worst min-delay path: reg2reg

Pwr
  – Lkg Pwr: 8.95 nW
  – Worst IR drop on VDD: 0.160 mV
  – Pwr dens: 164 nW/µm²

Final layout
  – Cell area after layout: 20500 µm²
  – Area growth, synth to finish: 26.8%
  – Ratio of cells with drive above 1 in the final layout: 6.92%

Status
  – Run status: completed

Run
  – Tool warnings: 137
  – # Max-Cap Violations: 0
==> final cells by class <==
| cell class | count | area (µm²) |
|---|---|---|
| sequential | 261 | 7170 |
| clock inverter | 18 | 314 |
| clock buffer | 37 | 828 |
| tap | 402 | 503 |
| fill | 2479 | 11200 |
| timing repair buffer | 284 | 2820 |
| multi-input combinational | 1299 | 8720 |
| inverter | 51 | 191 |
==> cells by family after synthesis <==
group,Yosys count,synth area share [%]
AND/OR/NAND/NOR,751,19.8
buffers and inverters,90,2.12
adder cells (fa/ha/maj),176,14.3
multiplexers,18,1.25
AND-OR/OR-AND,290,14.8
flip-flops,261,44.3
XOR/XNOR,64,3.46
==> worst max-delay path, cell delays in order <==
cell             delay (ps)
clkdlybuf4s50_1         440
nand2b_1                260
clkdlybuf4s50_1         520
==> flip-flops by register name, indices dropped and copies added (netlist names) <==
register / flops
done: 1
out_elem: 128
out_valid: 1
mode: 2
out_data: 128
out_last: 1
==> routing by layer <==
metal,track usage [%],vias up,share of wire [%]
met5,0,-,0.032
met4,4.81,2,2.2
met3,6.85,57,7.6
met2,36.7,324,44
met1,38.1,5794,46
li1,-,6357,-
==> path summary, 6_finish.rpt <==
check,startpoint,endpoint,slack (ps),cells after the start
worst max-delay path,out_ready,in_ready,4540,3
worst min-delay path,out_elem[4][6]$_DFFE_PP_,out_data[38]$_DFFE_PN0P_,430,2
worst max register to register,out_valid$_DFFE_PN0P_,out_elem[8][0]$_DFFE_PP_,7180,6
worst min register to register,out_elem[4][6]$_DFFE_PP_,out_data[38]$_DFFE_PN0P_,430,2
max in group asynchronous,rst_b,out_data[70]$_DFFE_PN0P_,7240,2
min in group asynchronous,rst_b,out_data[72]$_DFFE_PN0P_,1330,1
==> per-stage QoR <==
stage | cells | total power, W | utilization (%) | worst slack, ps
after floorplan | 1650 | 0.00175 | - | 2990
after global placement | 2297 | 0.00207 | 61.2 | 4540
after detailed placement | 2297 | 0.00208 | 61.2 | 4520
after CTS | 2352 | 0.00340 | 64.8 | 4520
after global routing | 2352 | 0.00354 | 64.8 | 4510
final | 2352 | 0.00336 | 64.8 | 4540
==> power by group <==
part / internal [W] / total, W / switching, W
logic: 0.000376 / 0.000748 / 0.000372
registers: 0.00127 / 0.00131 / 0.0000447
clock network: 0.000828 / 0.00130 / 0.000471
==> layout by cell type (no fill, tap or decap), types with 2 or more instances in the layout <==
| cell type | n |
|---|---|
| or2_2 | 2 |
| buf_4 | 11 |
| clkbuf_1 | 3 |
| edfxtp_1 | 128 |
| or2_1 | 13 |
| clkinv_2 | 2 |
| a21oi_1 | 34 |
| nor2b_1 | 36 |
| ha_1 | 160 |
| clkinvlp_4 | 5 |
| a41oi_1 | 16 |
| or4b_2 | 11 |
| nor3_1 | 47 |
| mux2_2 | 18 |
| nand2b_1 | 19 |
| nand2_1 | 486 |
| clkbuf_8 | 3 |
| o211ai_1 | 14 |
| nor4b_1 | 4 |
| o2bb2ai_1 | 64 |
| xnor2_1 | 19 |
| clkbuf_16 | 31 |
| bufinv_16 | 8 |
| clkinv_4 | 2 |
| a211o_1 | 16 |
| fa_1 | 16 |
| a311oi_4 | 12 |
| xor2_1 | 45 |
| a311oi_2 | 20 |
| nor2_1 | 114 |
| inv_1 | 51 |
| o21ai_0 | 41 |
| o21ai_1 | 36 |
| clkdlybuf4s50_1 | 272 |
| a31oi_1 | 2 |
| a21o_1 | 17 |
| dfrtp_1 | 133 |
| and2b_1 | 7 |
| a211oi_1 | 17 |
Power is estimated from default activity; no workload was simulated.
